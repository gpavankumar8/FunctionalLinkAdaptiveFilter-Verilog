<file path="run.sh">
#!/bin/bash
# OpenROAD 26Q1-2900-gdf79404cd8, Yosys 0.63+post, stock flow scripts
make -C /OpenROAD-flow-scripts/flow DESIGN_CONFIG=/design/flow/config.mk WORK_HOME=/design/flow/orfs finish
</file>
<file path="config.mk">
export PLATFORM = sky130hd
export DESIGN_NAME = log_in_dot_product_d
export DESIGN_NICKNAME = log_in_dot_product_d
export VERILOG_FILES = /design/flow/design.v
export SDC_FILE = /design/flow/constraint.sdc
export NUM_CORES = 4
export LEC_CHECK = 1
export CORE_UTILIZATION = 30
</file>
<file path="constraint.sdc">
current_design log_in_dot_product_d

set clk_period 22.6
set clk_io_pct 0.2

create_clock -name clk0 -period $clk_period [get_ports {clk}]

set non_clock_inputs [all_inputs -no_clocks]
set_input_delay [expr $clk_period * $clk_io_pct] -clock clk0 $non_clock_inputs
set_output_delay [expr $clk_period * $clk_io_pct] -clock clk0 [all_outputs]
</file>
<file path="design.v">
`timescale 1ns / 1ps
module log_in_dot_product_d
#(parameter WIDTH = 16, QP = 12, LEN = 8, LOG_WIDTH = 17)
(
    input clk,
    input reset,
    input  [LEN*LOG_WIDTH-1:0] vec1_packed,
    input  [LEN-1:0]           vec1_packed_sign,
    input  [LEN-1:0]           vec1_packed_valid,
    input  [LEN*LOG_WIDTH-1:0] vec2_packed,
    input  [LEN-1:0]           vec2_packed_sign,
    input  [LEN-1:0]           vec2_packed_valid,
    output [WIDTH-1:0]         dotp_out
);
    wire signed [LEN*WIDTH-1:0] mult_out_packed, mult_out_packed_d;
    wire signed [WIDTH-1:0]     dotp;
    log_in_fir_taps #(WIDTH, QP, LEN, LOG_WIDTH) LOG_FIR(vec1_packed, vec1_packed_sign, vec1_packed_valid, vec2_packed, vec2_packed_sign, vec2_packed_valid, mult_out_packed); 
    DelayNUnit #(LEN*WIDTH, 1) MULT_PIP(clk, reset, mult_out_packed, mult_out_packed_d);               
    adder_tree #(WIDTH, LEN) DOT_ADD(.clk(clk), .reset(reset), .adder_tree_in_packed(mult_out_packed_d), .adder_tree_out(dotp));
    DelayNUnit #(WIDTH, 1) ADD_PIP(clk, reset, dotp, dotp_out);                                        
endmodule
`timescale 1ns / 1ps
module alog18_Q3_12(
    input signed [17:0] data,
    output reg [14:0] adata
    );
wire [12:0] fraction;
assign fraction = {1'b1 ,data[11:0]};
always @ (*)
  begin
  case (data[17:12])
    6'b000010  : adata = {       fraction[12:0], 2'b0};
    6'b000001  : adata = {1'b0,  fraction[12:0], 1'b0}; 
    6'b000000  : adata = {2'b0,  fraction[12:0]      };
    6'b111111  : adata = {3'b0,  fraction[12:1]      };
    6'b111110  : adata = {4'b0,  fraction[12:2]      };
    6'b111101  : adata = {5'b0,  fraction[12:3]      };
    6'b111100  : adata = {6'b0,  fraction[12:4]      };
    6'b111011  : adata = {7'b0,  fraction[12:5]      };
    6'b111010  : adata = {8'b0,  fraction[12:6]      };
    6'b111001  : adata = {9'b0,  fraction[12:7]      };
    6'b111000  : adata = {10'b0, fraction[12:8]      };
    6'b110111  : adata = {11'b0, fraction[12:9]      };
    6'b110110  : adata = {12'b0, fraction[12:10]     };
    6'b110101  : adata = {13'b0, fraction[12:11]     };
    6'b110100  : adata = {14'b0, fraction[12:12]     };
    default : adata = 15'b0;
  endcase
 end
endmodule
`timescale 1ns / 1ps
module log_in_fir_taps
#(parameter WIDTH = 16, QP = 12, ORD = 64, LOG_WIDTH = 17)
(
    input [ORD*LOG_WIDTH-1:0] filter_in_packed,
    input [ORD-1:0]       filter_in_sign_packed,
    input [ORD-1:0]       filter_in_valid_packed,
    input [ORD*LOG_WIDTH-1:0] weight_in_packed,
    input [ORD-1:0]       weight_in_sign_packed,
    input [ORD-1:0]       weight_in_valid_packed,
    output [ORD*WIDTH-1:0] tap_out_packed
);
    wire signed [LOG_WIDTH-1:0] filter_in[ORD-1:0], weight[ORD-1:0];
    wire signed [WIDTH-1:0]     tap_out[ORD-1:0];
    genvar i;
    generate
        for(i = 0; i < ORD; i = i + 1)
        begin:taps
            log_in_multiplier #(WIDTH, LOG_WIDTH) TAP( .log_in1(filter_in[i]), .log_in1_sign(filter_in_sign_packed[i]), .log_in1_valid(filter_in_valid_packed[i]),
                                            .log_in2(weight[i]),    .log_in2_sign(weight_in_sign_packed[i]), .log_in2_valid(weight_in_valid_packed[i]), .prod_out(tap_out[i]));
        end
    endgenerate
    genvar ind;
    generate
        for ( ind = 0; ind < ORD; ind=ind+1 )
        begin:filter_pack
            assign filter_in[ind] = filter_in_packed[LOG_WIDTH*ind+:LOG_WIDTH];
        end
    endgenerate
    generate
        for ( ind = 0; ind < ORD; ind=ind+1 )
        begin:weight_pack
            assign weight[ind] = weight_in_packed[LOG_WIDTH*ind+:LOG_WIDTH];
        end
    endgenerate
    generate
        for ( ind = 0; ind < ORD; ind=ind+1 )
        begin:tap_pack
            assign tap_out_packed[WIDTH*ind+:WIDTH] = tap_out[ind];
        end
    endgenerate
endmodule
`timescale 1ns / 1ps
module log_in_multiplier
#(parameter WIDTH = 16, LOG_WIDTH = 17)
(
    input  signed [LOG_WIDTH-1:0] log_in1,
    input                     log_in1_sign,
    input                     log_in1_valid,
    input  signed [LOG_WIDTH-1:0] log_in2,
    input                     log_in2_sign,
    input                     log_in2_valid,
    output signed [WIDTH-1:0] prod_out
);
    wire signed [17:0] log_prod;
    wire        [14:0] prod_out_unsgd;
    wire signed [15:0] prod_out_unsgd_vld;
    wire               log_prod_valid, log_prod_sign;
    assign log_prod = log_in1 + log_in2;
    alog18_Q3_12 ALOG_PROD (.data(log_prod), .adata(prod_out_unsgd));
    assign log_prod_valid = log_in1_valid & log_in2_valid;
    assign log_prod_sign  = log_in1_sign ^ log_in2_sign;
    assign prod_out_unsgd_vld = log_prod_valid ? {1'b0, prod_out_unsgd} : 16'b0;
    assign prod_out = log_prod_sign ? -prod_out_unsgd_vld: prod_out_unsgd_vld;
endmodule
`timescale 1ns / 1ps
module DelayNUnit#( parameter BITSIZE = 8, N = 16  )
    ( input clk,
      input reset,
      input [BITSIZE-1:0] reg_in,
      output [BITSIZE-1:0] reg_out
    );
    reg [BITSIZE-1:0] shift_reg[N-1:0];
    assign reg_out = shift_reg[N-1];
    always @ (posedge clk)
    if( reset )
    begin
        shift_reg[0] <= 0;
    end
    else
    begin
        shift_reg[0] <= reg_in;            
    end
    genvar i;
    generate
        for( i = 1; i < N; i = i+1 )
        begin:stage
            always @ (posedge clk)
            if( reset )
            begin
                shift_reg[i] <= 0;            
            end
            else
            begin
                shift_reg[i] <= shift_reg[i-1];            
            end
       end
    endgenerate
    endmodule
`timescale 1ns / 1ps
module adder_tree
#(parameter WIDTH=16, LEN=1024, piping_start_stage=3)
(
    input [LEN*WIDTH-1:0] adder_tree_in_packed,
    input clk,reset,
    output [WIDTH-1:0] adder_tree_out
);
    wire signed [WIDTH-1:0] stage[$clog2(LEN)-1:0][LEN/2-1:0];
    wire signed [WIDTH-1:0] adder_tree_in[LEN-1:0];
    parameter max_possible_stage = $clog2(LEN)-1;
    genvar i;
    generate
        for ( i = 0; i < LEN; i=i+1 )
        begin:unpack
            assign adder_tree_in[i] = adder_tree_in_packed[WIDTH*i+:WIDTH];
        end
    endgenerate
    genvar j;
    generate
    for(j = 0; j < LEN/2; j = j+1)
        begin : tree0
            assign stage[0][j] = adder_tree_in[2*j] + adder_tree_in[2*j+1];
        end
    endgenerate 
    genvar p,q,r,s,t,u,v,w,x;
    generate
        if (max_possible_stage-piping_start_stage > 0) 
        begin    
            for (p = 1; p <= piping_start_stage; p = p+1)
            begin : tree_before_pipeline_stage
                for(q = 0; q < LEN/4; q = q+1)
                begin : tree_before_pipeline_stage_inner
                    assign stage[p][q] = stage[p-1][2*q] + stage[p-1][(2*q)+1];
                end
            end
            for(r = piping_start_stage; r < max_possible_stage; r = r+(piping_start_stage+1)) 
            begin: multipipe
                wire [WIDTH-1:0] pip_reg[(LEN/2**(r+1))-1:0]; 
                for (s=0; s < ((LEN/2**(r+1))); s=s+1)
                begin: pipe_in 
                    DelayNUnit #(WIDTH, 1) piping(clk, reset, stage[r][s], pip_reg[s]);
                end
                for (t=0; t < (LEN/2**(r+1))/2; t=t+1)
                begin: pipe_out 
                    assign stage[r+1][t] = pip_reg[2*t] + pip_reg[(2*t)+1];
                end
                for(u = r+2; (u <= max_possible_stage) && (u <= r+(piping_start_stage+1)); u = u+1)
                begin : tree_after_pipeline_stage
                    for(v = 0; v < LEN/4; v = v+1)
                    begin : tree_after_pipeline_stage_inner
                        assign stage[u][v] = stage[u-1][2*v] + stage[u-1][(2*v)+1];
                    end
                end
            end
        end
        else 
        begin
            for(w = 1; (w <= max_possible_stage); w = w+1)
            begin : tree_with_no_pipeline
                for(x = 0; x < LEN/4; x = x+1)
                begin : tree_with_no_pipeline_inner
                    assign stage[w][x] = stage[w-1][2*x] + stage[w-1][2*x+1];
                end
            end
        end
    endgenerate 
    assign adder_tree_out = stage[max_possible_stage][0];
endmodule
</file>
==> results_dict.tcl <==
# collected from the flow reports
set metrics [dict create \
    dr.pass1.iters 6 \
    io_pins 322 \
    top_cells_by_area "dfxtp_1 11%, ha_1 7.6%, fa_1 7.2%" \
    final-setup-viol-count 0 \
    yosys_warnings 7 \
    timing.hold.ws_ns 0.698 \
    comb_area_um2 22000 \
    hold_viol 0 \
    critPathLaunchType "input pin" \
    cap_violations 0 \
    wire_per_inst_um 18.7 \
    p_per_area_nw_per_um2 50.2 \
    cts.sinks 144 \
    netlist-cell-type-count 122 \
    drv_slew 0 \
    synth-edff-count 0 \
    fin_crit_ns 9.39 \
    grt_start_max_net_pins 71 \
    critPathRequiredTime_ns 22.92 \
    path_max_fanout 16 \
    antenna_found_initial 4 \
    detail-route-antenna-nets 0 \
    path_class "input pin to flip-flop" \
    r2r-start "MULT_PIP.shift_reg[0][81]" \
    endpoint_kind "flip-flop" \
    diodes 0 \
    viasPerCell 5.78 \
    rows 108 \
    syn_to_final_growth_pct 17.8 \
    clkTransAtPathRegs_ns 0.07 \
    seq_area_um2 2880 \
    syn_inst 3650 \
    status "finished, final reports clean" \
    drt_iter0_markers 2372 \
    slew_headroom 0.372 \
    io_buffers 321 \
    dieArea_um2 89500 \
    htree_num_levels 4 \
    cts_tree "done" \
    fmax_mhz 107 \
    numCtsBuffers 17 \
    fp.dieH_um 299 \
    fin_skew_ns 0.00851 \
    hold_path.class "flip-flop to flip-flop" \
    gp_congestion 0.984 \
    fillerInstances 9231 \
    yosys_area_um2 26500 \
    die_w_um 299 \
    cts_resized 0 \
    grt_pass1_wl_um 148000 \
    worst_pin_slew_ns 0.935 \
    hpwl_um 75000 \
    ys_ff 144 \
    p_leak_uw 0.0113 \
    rsz0062_at_grt "false" \
    drive_gt1_frac 0.0607 \
    setup-tns-final_ns 0 \
    ys_cells 3650 \
    top_area_cell "dfxtp_1" \
    clockBufferDepth 2 \
    syn_area_um2 26500 \
    via_count 29000 \
    rr_worst_depth 24 \
    whs_path_depth 3 \
    r2r_end "ADD_PIP.shift_reg[0][14]" \
    flop_cell "dfxtp_1" \
    cts_setup_buffers 0 \
    clock_latency_ns 0.43 \
    ff2ff_setup_slack_ns 17.04 \
    hold_start "MULT_PIP.shift_reg[0][96]" \
    drc 0 \
    fp-utilization 0.304 \
    grt_usage 0.206 \
    finalCritPeriodShare 0.415 \
    grt-ovfl-total 0 \
    largest_reg_flops 128 \
    synth_top_area_share 0.109 \
    routed_wl_um 93600 \
    yosysSeqAreaShare 0.109 \
    design.core.area_um2 87200 \
    max-vdd-ir-drop_mv 0.0399 \
    first_global_vias 26800 \
    async_flop_share 0 \
    log.warning_count 25 \
    clock-root-buffer "clkbuf_16" \
    cts_hold_buf 0 \
    syn_area_per_cell_um2 7.26 \
    arrival_ns 9.71 \
    min_to "ADD_PIP.shift_reg[0][0]" \
]
==> worst max-delay path by stage <==
stage	startpoint	endpoint
4_1_cts	vec1_packed[34]	MULT_PIP.shift_reg[0][41]
5_1_grt	vec1_packed[0]	MULT_PIP.shift_reg[0][14]
6_report	vec1_packed[34]	MULT_PIP.shift_reg[0][41]
==> stage by stage <==
step	cell area, um2	cells	utilization	total power, uW	setup slack (ns)
detailed placement	30600	4980	0.351	1270	12.79
floorplan	26500	3650	-	982	14.01
finish	31200	5012	0.358	1570	13.21
global route	31200	5012	0.358	1670	12.71
CTS	31200	5012	0.358	1550	13.24
global placement	30600	4980	0.351	1290	12.86
==> routing by layer <==
| layer | wire length, um | track usage |
|---|---|---|
| met1 | 42000 | 0.299 |
| met2 | 43200 | 0.327 |
| met3 | 6370 | 0.0307 |
| met4 | 1880 | 0.0401 |
| met5 | 56 | 0 |
==> worst max-delay path, cell delays in order <==
cell	delay, ns
clkdlybuf4s50_1	0.46
ha_1	0.16
inv_1	0.05
fa_1	0.42
and2b_1	0.26
o2111ai_1	0.18
a211oi_2	0.32
mux2i_1	0.36
and2_1	0.64
mux2_2	0.43
a2111oi_2	0.31
nand4_1	0.23
or4b_4	0.62
o21ai_4	0.23
nand2_1	0.10
mux2i_1	0.13
a311o_1	0.30
==> area by class of cell <==
class                   count  share of cell area
multi-input cells        3119               0.704
repair buffers            379               0.117
flip-flops and latches    144              0.0924
well taps                1155              0.0463
inverters                 183              0.0220
clock buffers              19              0.0145
clock inverters            13             0.00389
==> Yosys cell counts, drive strengths merged (26+ instances only) <==
cell and instances:
nand2b 42, dfxtp 144, o21ai 238, o211ai 60, o2111ai 26, mux2 31, nand3 148, and3 50
or3 54, buf 98, ha 160, fa 95, nor4 55, xnor2 106, xor2 98, a211oi 69
a21o 64, a21oi 290, mux2i 42, o31ai 30, and2 40, a31oi 63, clkbuf 106, o21a 45
inv 183, nor2 351, nor3 185, nand4 59, a2111oi 29, nand2 276
==> report_power, final <==
| group | internal, uW | total [uW] | switching [uW] |
|---|---|---|---|
| combinational | 375 | 1020 | 644 |
| clock | 151 | 273 | 122 |
| sequential | 265 | 273 | 8.15 |
==> logic make-up after synthesis <==
| family | synth area share |
|---|---|
| and+or+nand+nor | 0.258 |
| AOI/OAI and AO/OA | 0.323 |
| buffers and inverters | 0.0622 |
| adders and majority gates | 0.147 |
| xor gates and xnor gates | 0.0675 |
| DFF | 0.109 |
| muxes | 0.0333 |
==> cells in the final DEF, fill, tap and decap left out, drive strengths merged, types with 20 or more instances in the layout <==
master / netlist / final
o21ai: 238 / 238
mux2i: 42 / 42
nor2: 351 / 351
nor4: 55 / 55
o2111ai: 26 / 26
nand3: 148 / 148
inv: 183 / 190
o31ai: 30 / 30
a21oi: 290 / 290
a21o: 64 / 64
o211ai: 60 / 60
a211oi: 69 / 69
a31oi: 63 / 63
xnor2: 106 / 106
buf: 98 / 59
nor2b: 25 / 25
a211o: 20 / 20
ha: 160 / 160
nand4: 59 / 59
mux2: 31 / 31
o22ai: 23 / 23
nand2: 276 / 276
a2111oi: 29 / 29
fa: 95 / 95
nand2b: 42 / 42
nor3: 185 / 185
dfxtp: 144 / 144
and3: 50 / 50
xor2: 98 / 98
o21a: 45 / 45
clkdlybuf4s50: 0 / 320
and2: 40 / 40
or3: 54 / 54
Power figures rest on the tool's default switching activity, not on a simulated workload.
