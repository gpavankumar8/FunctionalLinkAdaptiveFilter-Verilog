`flow/design.v`:
```
`timescale 1ns / 1ps
module log_dot_product_d
#(parameter WIDTH = 16, QP = 12, LEN = 8, SHIFT = 0)
(
    input clk,
    input reset,
    input [LEN*WIDTH-1:0] vec1_packed,
    input [LEN*WIDTH-1:0] vec2_packed,
    output [WIDTH-1:0] dotp_out
);
    wire signed [LEN*WIDTH-1:0] mult_out_packed, mult_out_packed_d;
    wire signed [WIDTH-1:0]     dotp;
    fir_taps   #(WIDTH, QP, LEN, SHIFT) DOTP(vec1_packed, vec2_packed, mult_out_packed);
    DelayNUnit #(LEN*WIDTH, 1) MULT_PIP(clk, reset, mult_out_packed, mult_out_packed_d);               
    adder_tree #(WIDTH, LEN) DOT_ADD(.clk(clk), .reset(reset), .adder_tree_in_packed(mult_out_packed_d), .adder_tree_out(dotp));
    DelayNUnit #(WIDTH, 1) ADD_PIP(clk, reset, dotp, dotp_out);                                        
endmodule
`timescale 1ns / 1ps
module DelayNUnit#( parameter BITSIZE = 8, N = 16  )
    ( input clk,
      input reset,
      input [BITSIZE-1:0] reg_in,
      output [BITSIZE-1:0] reg_out
    );
    reg [BITSIZE-1:0] shift_reg[N-1:0];
    assign reg_out = shift_reg[N-1];
    always @ (posedge clk)
    if( reset )
    begin
        shift_reg[0] <= 0;
    end
    else
    begin
        shift_reg[0] <= reg_in;            
    end
    genvar i;
    generate
        for( i = 1; i < N; i = i+1 )
        begin:stage
            always @ (posedge clk)
            if( reset )
            begin
                shift_reg[i] <= 0;            
            end
            else
            begin
                shift_reg[i] <= shift_reg[i-1];            
            end
       end
    endgenerate
    endmodule
`timescale 1ns / 1ps
module adder_tree
#(parameter WIDTH=16, LEN=1024, piping_start_stage=3)
(
    input [LEN*WIDTH-1:0] adder_tree_in_packed,
    input clk,reset,
    output [WIDTH-1:0] adder_tree_out
);
    wire signed [WIDTH-1:0] stage[$clog2(LEN)-1:0][LEN/2-1:0];
    wire signed [WIDTH-1:0] adder_tree_in[LEN-1:0];
    parameter max_possible_stage = $clog2(LEN)-1;
    genvar i;
    generate
        for ( i = 0; i < LEN; i=i+1 )
        begin:unpack
            assign adder_tree_in[i] = adder_tree_in_packed[WIDTH*i+:WIDTH];
        end
    endgenerate
    genvar j;
    generate
    for(j = 0; j < LEN/2; j = j+1)
        begin : tree0
            assign stage[0][j] = adder_tree_in[2*j] + adder_tree_in[2*j+1];
        end
    endgenerate 
    genvar p,q,r,s,t,u,v,w,x;
    generate
        if (max_possible_stage-piping_start_stage > 0) 
        begin    
            for (p = 1; p <= piping_start_stage; p = p+1)
            begin : tree_before_pipeline_stage
                for(q = 0; q < LEN/4; q = q+1)
                begin : tree_before_pipeline_stage_inner
                    assign stage[p][q] = stage[p-1][2*q] + stage[p-1][(2*q)+1];
                end
            end
            for(r = piping_start_stage; r < max_possible_stage; r = r+(piping_start_stage+1)) 
            begin: multipipe
                wire [WIDTH-1:0] pip_reg[(LEN/2**(r+1))-1:0]; 
                for (s=0; s < ((LEN/2**(r+1))); s=s+1)
                begin: pipe_in 
                    DelayNUnit #(WIDTH, 1) piping(clk, reset, stage[r][s], pip_reg[s]);
                end
                for (t=0; t < (LEN/2**(r+1))/2; t=t+1)
                begin: pipe_out 
                    assign stage[r+1][t] = pip_reg[2*t] + pip_reg[(2*t)+1];
                end
                for(u = r+2; (u <= max_possible_stage) && (u <= r+(piping_start_stage+1)); u = u+1)
                begin : tree_after_pipeline_stage
                    for(v = 0; v < LEN/4; v = v+1)
                    begin : tree_after_pipeline_stage_inner
                        assign stage[u][v] = stage[u-1][2*v] + stage[u-1][(2*v)+1];
                    end
                end
            end
        end
        else 
        begin
            for(w = 1; (w <= max_possible_stage); w = w+1)
            begin : tree_with_no_pipeline
                for(x = 0; x < LEN/4; x = x+1)
                begin : tree_with_no_pipeline_inner
                    assign stage[w][x] = stage[w-1][2*x] + stage[w-1][2*x+1];
                end
            end
        end
    endgenerate 
    assign adder_tree_out = stage[max_possible_stage][0];
endmodule
`timescale 1ns / 1ps
module fir_taps
#(parameter WIDTH = 16, QP = 12, ORD = 64, SHIFT = 0)
(
    input [ORD*WIDTH-1:0] filter_in_packed,
    input [ORD*WIDTH-1:0] weight_in_packed,
    output [ORD*WIDTH-1:0] tap_out_packed
);
    wire signed [2*WIDTH-1:0] tap_out_full[ORD-1:0], tap_out_rnd[ORD-1:0];
    wire signed [WIDTH-1:0] filter_in[ORD-1:0], weight[ORD-1:0], tap_out[ORD-1:0];
    genvar i;
    generate
        for(i = 0; i < ORD; i = i + 1)
        begin:taps
            assign tap_out_full[i] = $signed(filter_in[i]) * $signed(weight[i]);
            assign tap_out_rnd[i] = tap_out_full[i] + (1'b1 << ((QP+SHIFT)-1));
            assign tap_out[i] = tap_out_rnd[i][(QP+SHIFT)+:WIDTH];
        end
    endgenerate
    genvar ind;
    generate
        for ( ind = 0; ind < ORD; ind=ind+1 )
        begin:filter_pack
            assign filter_in[ind] = filter_in_packed[WIDTH*ind+:WIDTH];
        end
    endgenerate
    generate
        for ( ind = 0; ind < ORD; ind=ind+1 )
        begin:weight_pack
            assign weight[ind] = weight_in_packed[WIDTH*ind+:WIDTH];
        end
    endgenerate
    generate
        for ( ind = 0; ind < ORD; ind=ind+1 )
        begin:tap_pack
            assign tap_out_packed[WIDTH*ind+:WIDTH] = tap_out[ind];
        end
    endgenerate
endmodule
```
`flow/run.sh`:
```
#!/bin/bash
# OpenROAD 26Q1-2900-gdf79404cd8, Yosys 0.63+post, stock flow scripts
make -C /OpenROAD-flow-scripts/flow DESIGN_CONFIG=/design/flow/config.mk WORK_HOME=/design/flow/orfs finish
```
`flow/config.mk`:
```
export PLATFORM = sky130hd
export DESIGN_NAME = log_dot_product_d
export DESIGN_NICKNAME = log_dot_product_d
export VERILOG_FILES = /design/flow/design.v
export SDC_FILE = /design/flow/constraint.sdc
export NUM_CORES = 4
export LEC_CHECK = 1
export CORE_UTILIZATION = 40
```
`flow/constraint.sdc`:
```
current_design log_dot_product_d

set clk_period 8.6
set clk_io_pct 0.2

create_clock -name clk0 -period $clk_period [get_ports {clk}]

set non_clock_inputs [all_inputs -no_clocks]
set_input_delay [expr $clk_period * $clk_io_pct] -clock clk0 $non_clock_inputs
set_output_delay [expr $clk_period * $clk_io_pct] -clock clk0 [all_outputs]
```
==> metrics.json <==
{
  "outcome": {
    "status": "complete, no violations"
  },
  "synth": {
    "postSynthCellCount": 8148,
    "post_synth.cell_area_avg_um2": 9.13,
    "ys_seq_share_pct": 3.88,
    "ys_cells": 8148,
    "yosysWarnings": 6,
    "synth.cell_area_mm2": 0.0744,
    "netlist.top_cell.by_area": "sky130_fd_sc_hd__fa_1",
    "synth_top_flop_cell": "sky130_fd_sc_hd__dfxtp_1",
    "most_instantiated_library_cell_after_synthesis": "sky130_fd_sc_hd__inv_1",
    "netlist-cell-type-count": 62,
    "post_synth_main_area_contributors": "sky130_fd_sc_hd__fa_1, sky130_fd_sc_hd__inv_1, sky130_fd_sc_hd__ha_1",
    "synth_top_area_share_pct": 51.7,
    "synth-edff-count": 0,
    "netlist_top_cells_count": "sky130_fd_sc_hd__inv_1, sky130_fd_sc_hd__fa_1, sky130_fd_sc_hd__nand2_1",
    "ys_seq_elements": 144,
    "synth_async_sr_flop_share_pct": 0,
    "ys_chip_area_mm2": 0.0744
  },
  "clock_network": {
    "clockBufferDepth": 2,
    "tritoncts": "done",
    "cts_setup_buffers": 0,
    "cts_htree_levels": 4,
    "clk_pin_slew_worst_paths_ns": 0.07,
    "clock-sinks": 144,
    "clock_tree.root_cell": "sky130_fd_sc_hd__clkbuf_16",
    "hold_fix_buffer_count_after_cts": 0,
    "clkLatencyLatePin_ns": 0.44,
    "cts_resized": 0,
    "numCtsBuffers": 17
  },
  "timing": {
    "min_period_over_period_pct": 92.2,
    "grt_setup_unrepaired": "no",
    "final-max-slew-violation-count": 0,
    "timing_hold_violations_final": 0,
    "least_margin_pin_slew_ns": 0.786,
    "setup_violations": 0,
    "clock-skew-final_ns": 0.00911,
    "post-route-min-period_ns": 7.93,
    "timing.setup.tns_ns": 0,
    "maximum_operating_frequency_ghz": 0.126,
    "maxSlewHeadroom_pct": 47.4
  },
  "routing": {
    "wirelength_mm": 174,
    "routed_via_density": 4.64,
    "routed-via-count": 50500,
    "drt_pre_antenna_iters": 6,
    "wl_per_cell_um": 16.0,
    "antenna_violating_nets_post_route": 0,
    "detail_route.drc_violations": 0,
    "first_iter_violations": 1680
  },
  "layout": {
    "synthToLayoutAreaGrowth_pct": 9.60,
    "ff_latch_area_mm2": 0.00288,
    "flip_flop_count_of_the_largest_register_all_copies_and_words_added": 128,
    "postLayoutCoreUtil_pct": 44.3,
    "logic_area_mm2": 0.0619,
    "layout-drive-gt1-share_pct": 3.49,
    "num-fill-cells": 17400
  },
  "global_route": {
    "initial_antenna_violation_count": 0,
    "grt_first_pass_wirelength_mm": 294,
    "grt_overflow_total": 0,
    "grt_start_max_net_pins": 50,
    "grt_pass1_vias": 56000,
    "grt_usage_pct": 21.2
  },
  "critical_path": {
    "cp_common_cell": "sky130_fd_sc_hd__fa_1",
    "timing.critical_path.max_delay_family": "adder cells",
    "cp-end-kind": "flop",
    "cp_data_required_time_ns": 8.92,
    "timing.setup.critical_path_class": "input port to flop",
    "critical_path.cell_chain": "clkdlybuf4s50_1 > buf_4 > nand2_1 > fa_1 > fa_1 > fa_1 > inv_1 > fa_1 > fa_1 > inv_1 > fa_1 > inv_1 > ha_1 > or3_1 > a211oi_1 > o21ba_2 > o21ai_0 > o41a_1 > a31oi_1 > xor2_1 > nor2_1",
    "cp_slowest_cell": "sky130_fd_sc_hd__clkdlybuf4s50_1",
    "crit_path_start_kind": "input port",
    "cp_slowest_stage_delay_ns": 0.75,
    "critical_path.n_buffers_inverters": 5,
    "cp.arrival_ns": 8.24,
    "critPathMaxFanout": 13
  },
  "floorplan": {
    "die_area_mm2": 0.188,
    "fp-utilization_pct": 40.4,
    "core_area_mm2": 0.184,
    "floorplan.die.height_um": 433,
    "placementRows": 157,
    "chipWidth_um": 433,
    "ioPinCount": 274
  },
  "place": {
    "gp_congestion": 0.906,
    "io_buffers": 273,
    "dp_hpwl_mm": 153
  },
  "flow_run": {
    "max-cap-violations": 0,
    "stage_log_warnings": 25
  },
  "worst_hold_path": {
    "min_path_type": "flop to flop"
  }
}
## kinds of logic after synthesis
logic type | after synthesis | synth area share [%]
buffers and inverters | 2557 | 12.9
adder cells (fa/ha/maj) | 2511 | 61.6
AND/OR/NAND/NOR | 2349 | 15.5
AND-OR/OR-AND | 304 | 2.74
XOR/XNOR | 282 | 3.32
flip-flops | 144 | 3.88
multiplexers | 1 | 0.0151
## through the flow
stage / setup WS (ns) / hold WS, ns / cells / area (um^2)
5_1_grt: 0.290 / 0.735 / 10900 / 81500
2_1_floorplan: 1.26 / 0.634 / 8148 / 74400
6_report: 0.672 / 0.695 / 10900 / 81500
3_5_place_dp: 0.249 / 0.681 / 10800 / 80900
4_1_cts: 0.720 / 0.706 / 10900 / 81500
3_3_place_gp: 0.269 / 0.695 / 10800 / 80900
## routing by layer
metal	GRT usage [%]	routed length, um	vias to the layer above	part of all wire [%]
met3	6.13	12300	130	7.1
met2	33.4	84400	1305	48
li1	-	-	23700	-
met4	2.98	3310	0	1.9
met5	0	0	-	0
met1	31.4	74400	25400	43
## layout by cell type (no fill, tap or decap), drive strengths merged, types with 17 or more instances in the layout
cell           synthesis  routed
nor3                  42      42
nand4                 22      22
nand2               1014    1014
clkdlybuf4s50          0     272
nand3                 17      17
a31oi                 17      17
xnor2                210     210
nor2                 227     227
o21a                  23      23
a21oi                 76      76
o21ai                 58      58
inv                 2284    2288
dfxtp                144     144
xor2                  72      72
nand2b                46      46
nor2b                 21      21
fa                  1919    1919
buf                    0     237
ha                   592     592
a211oi                18      18
clkbuf               272      19
and2                 913     913
a21o                  39      39
## final timing paths
kind                              start                         to  slack [ns]  cells past startpoint
max                     vec1_packed[92]  MULT_PIP.shift_reg[0][89]        0.67                     21
min          MULT_PIP.shift_reg[0][112]    ADD_PIP.shift_reg[0][0]        0.70                      3
max reg2reg   MULT_PIP.shift_reg[0][65]   ADD_PIP.shift_reg[0][14]        3.81                     20
min reg2reg  MULT_PIP.shift_reg[0][112]    ADD_PIP.shift_reg[0][0]        0.70                      3
## area by class of cell
| class | count | area share (%) |
|---|---|---|
| Clock inverter | 13 | 0.158 |
| Multi-Input combinational cell | 5447 | 75.9 |
| Timing Repair Buffer | 509 | 5.52 |
| Tap cell | 2464 | 3.78 |
| Antenna cell | 1 | 0.00307 |
| Sequential cell | 144 | 3.54 |
| Clock buffer | 19 | 0.543 |
| Inverter | 2285 | 10.5 |
## tightest hold or removal path, stage by stage (launching register included)
cell	delay (ns)
sky130_fd_sc_hd__dfxtp_1	0.32
sky130_fd_sc_hd__ha_1	0.13
sky130_fd_sc_hd__ha_1	0.11
sky130_fd_sc_hd__nor2b_1	0.11
